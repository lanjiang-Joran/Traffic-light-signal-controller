--- ./design.v ---
module Traffic_led_controller(
input sys_clk,
input sys_rst_n,
input [1:0] sw,			 
output R1,G1,Y1,		 
output R2,G2,Y2			 
	);
reg [5:0] led_reg;
assign G1 = led_reg[5];
assign R1 = led_reg[4];
assign Y1 = led_reg[3];
assign G2 = led_reg[2];
assign R2 = led_reg[1];
assign Y2 = led_reg[0];
parameter time_cycle1 = 45; 
parameter time_cycle2 = 25; 
parameter time_cycle3 = 5;  
reg [3:0] current_state;
reg [3:0] next_state;
reg state_change_flag;   
reg [1:0]state_alt;  
parameter IDLE = 4'b0001;   
parameter S1 = 4'b0010;		 
parameter S2 = 4'b0100;		 
parameter S3 = 4'b1000;		 
always @(posedge sys_clk or negedge sys_rst_n) begin
	if (!sys_rst_n) begin
		current_state <= IDLE;
	end
	else begin
		current_state <= next_state;
	end
end
always @(*) begin
	if (!sys_rst_n) begin
		next_state = IDLE;
	end
	else begin
		case(current_state)
			IDLE: begin
				if (sw == 2'b00) begin
					next_state = IDLE;
				end
				else if (sw == 2'b01) begin
					next_state = S1;
				end
				else if (sw == 2'b10) begin
					next_state = S2;
				end
				else if (sw == 2'b11) begin
					next_state = S3;
				end				
			end
			S1:begin
				if (sw == 2'b00) begin
					next_state = IDLE;
				end
				else if (sw == 2'b01) begin
					next_state = S1;
				end
				else if (sw == 2'b10) begin
					next_state = S2;
				end
				else if (sw == 2'b11) begin
					next_state = S3;
				end				
			end
			S2:begin
				if (sw == 2'b00) begin
					next_state = IDLE;
				end
				else if (sw == 2'b01) begin
					next_state = S1;
				end
				else if (sw == 2'b10) begin
					next_state = S2;		
				end
				else if (sw == 2'b11) begin
					next_state = S3;
				end				
			end
			S3:begin
				if (sw == 2'b00) begin
					next_state = IDLE;
				end
				else if (sw == 2'b01) begin
					next_state = S1;
				end
				else if (sw == 2'b10) begin
					next_state = S2;				
				end
				else if (sw == 2'b11) begin
					next_state = S3;
				end			
			end
			default: next_state = IDLE;
		endcase
	end
end
reg [6:0] G_time_cnt;   
reg [5:0] Y_time_cnt;    
always @(posedge sys_clk or negedge sys_rst_n) begin
	if (!sys_rst_n) begin
		G_time_cnt <= time_cycle1 + time_cycle2 + time_cycle3 + time_cycle3;
		state_alt <= 2'b00;
	end
	else if (state_change_flag == 1'b0)begin
		if (G_time_cnt > 7'd0) begin
			G_time_cnt <= G_time_cnt - 1'b1;
			if (G_time_cnt == time_cycle2 + 2 * time_cycle3) begin
				state_alt <= 2'b01;
			end
			else if (G_time_cnt == time_cycle2 + time_cycle3)begin
				state_alt <= 2'b10;
			end
			else if (G_time_cnt == time_cycle3) begin
				state_alt <= 2'b11;
			end
		end
		else if (G_time_cnt == 7'd0) begin
			state_alt <= 2'b00;
			G_time_cnt <= time_cycle1 + time_cycle2 + 2* time_cycle3;
		end
	end
end
always @(posedge sys_clk or negedge sys_rst_n) begin
	if (!sys_rst_n) begin
		Y_time_cnt <= time_cycle3;
	end
	else if (state_change_flag == 1'b1 )begin
		if (Y_time_cnt > 6'd0) 
			Y_time_cnt <= Y_time_cnt - 1'b1;
		else if (Y_time_cnt == 6'd0)begin
			Y_time_cnt <= time_cycle3;
		end
	end
end
always @(*) begin
	if (!sys_rst_n) begin
		state_change_flag = 1'b0;
	end
	else if (Y_time_cnt == 6'd0 && state_change_flag == 1'b1) begin
		state_change_flag <= ~state_change_flag;
	end
	else begin
		case(next_state)
			IDLE: begin
				if (current_state == IDLE || current_state == S2 || current_state == S3) begin
					state_change_flag = state_change_flag;
				end
				else if (current_state == S1) begin
					state_change_flag = ~state_change_flag;
				end
			end
			S1: begin
				if (current_state == IDLE || current_state == S2 || current_state == S3) begin
					state_change_flag = ~state_change_flag;
				end
				else if (current_state == S1) begin
					state_change_flag = state_change_flag;
				end
			end
			S2: begin
				if (current_state == IDLE || current_state == S2 || current_state == S3) begin
					state_change_flag = state_change_flag;
				end
				else if (current_state == S1) begin
					state_change_flag = ~state_change_flag;
				end
			end
			S3: begin
				if (current_state == IDLE || current_state == S2 || current_state == S3) begin
					state_change_flag = state_change_flag;
				end
				else if (current_state == S1) begin
					state_change_flag = ~state_change_flag;
				end
			end
			default: state_change_flag = 1'b0;
		endcase
	end
end
always @(posedge sys_clk or negedge sys_rst_n) begin
	if (!sys_rst_n) begin
		led_reg <= 6'b000_000;
	end
	else begin
		case(next_state)
			IDLE: begin
				if (state_change_flag == 1'b1 && Y_time_cnt < time_cycle3) begin
					led_reg <= 6'b010_001;
				end
				else if (state_change_flag == 1'b0) begin
					led_reg <= 6'b100_010;
				end
			end
			S1: begin
				if (state_change_flag == 1'b1 && Y_time_cnt < time_cycle3) begin
					led_reg <= 6'b001_010;
				end
				else if (state_change_flag == 1'b0) begin
					led_reg <= 6'b010_100;
				end
			end
			S2: begin
				if (state_change_flag == 1'b1 && Y_time_cnt < time_cycle3) begin
					led_reg <= 6'b010_001;
				end
				else if (state_change_flag == 1'b0) begin
					led_reg <= 6'b100_010;
				end
			end
			S3: begin
				if (state_change_flag == 1'b1 && Y_time_cnt < time_cycle3) begin
					led_reg <= 6'b010_001;
				end
				else if (state_change_flag == 1'b0) begin
					if (state_alt == 2'b00) begin
						led_reg <= 6'b100_010;
					end
					else if (state_alt == 2'b01) begin
						led_reg <= 6'b001_010;
					end
					else if (state_alt == 2'b10) begin
						led_reg <= 6'b010_100;
					end
					else if (state_alt == 2'b11) begin
						led_reg <= 6'b010_001;
					end
				end
			end
			default: led_reg <= 6'b000_000;
		endcase
	end
end
endmodule
--- ./run.sh ---
#!/bin/bash
# OpenROAD 26Q1-2900-gdf79404cd8, Yosys 0.63+post, stock flow scripts
make -C /OpenROAD-flow-scripts/flow DESIGN_CONFIG=/design/flow/config.mk WORK_HOME=/design/flow/orfs finish
--- ./config.mk ---
export PLATFORM = sky130hd
export DESIGN_NAME = Traffic_led_controller
export DESIGN_NICKNAME = Traffic_led_controller
export VERILOG_FILES = /design/flow/design.v
export SDC_FILE = /design/flow/constraint.sdc
export NUM_CORES = 4
export LEC_CHECK = 1
export CORE_UTILIZATION = 30
--- ./constraint.sdc ---
current_design Traffic_led_controller

set clk_period 3.1
set clk_io_pct 0.2

create_clock -name clk0 -period $clk_period [get_ports {sys_clk}]

set non_clock_inputs [all_inputs -no_clocks]
set_input_delay [expr $clk_period * $clk_io_pct] -clock clk0 $non_clock_inputs
set_output_delay [expr $clk_period * $clk_io_pct] -clock clk0 [all_outputs]
==> job_summary.md <==
### Flow metrics

| Metric | Value |
|---|---|
| Number of enable-type register cells in the synthesized netlist | 0 |
| OpenROAD warning count | 30 |
| Reg-to-reg slack, setup | slightly below 0.2 ns |
| Synthesized netlist cell count | between 150 and 200 |
| Number of global-route vias before repair | approximately 1,400 |
| Final count of hold timing violations | 0 |
| Worst Tran Pin Value | 0.562 ns |
| Number of cells in the yosys synthesis report | ~200 |
| Antenna violations before repair | 0 |
| Clk latency late pin | roughly 0.28 ns |
| Final period utilization | 0.937 |
| Maximum clock frequency | 344 MHz |
| Number of unique standard cell types used by synthesis | between 50 and 60 |
| Endpoint of the worst-slack reg-to-reg timing path | led_reg[4] |
| Unrepaired setup endpoints after global routing | false |
| Synthesis area per yosys | roughly 0.0019 mm² |
| Portion of synthesized cell area occupied by the leading cell type | 0.281 |
| TritonCTS clock tree | done |
| Crit path launch | current_state[2] |
| Average wire per cell in the routed design | roughly 13 µm |
| Clk_skew | approximately 0.0043 ns |
| Chip Height | between 80 and 90 µm |
| Clock transition at path regs | roughly 0.10 ns |
| Relative contribution of sequential cells to total power | 0.522 |
| Worst reg-to-reg path cell count | 8 |
| Number of buffers created by CTS | 3 |
| Via Count | 1,542 |
| Switching power as a share of total power | 0.366 |
| Final weighted congestion of routability-driven global placement | between 0.8 and 0.9 |
| Top area cells in the synthesized netlist | sky130_fd_sc_hd__dfrtp_1, sky130_fd_sc_hd__dfstp_2, sky130_fd_sc_hd__ha_1 |
| Combined area of all synthesized cells | about 0.0019 mm² |
| Run status | finished clean |
| Setup TNS | 0 ns |
| DRC viols | 0 |
| Max-slew headroom at the worst pin | 0.625 |
| Remaining global-route overflow | 0 |
| Portion of total power attributed to the clock network | 0.180 |
| H-tree levels | 1 |
| Ratio of routed vias to standard cells | around 5.1 |
| Detailed-routing iteration count for the pre-antenna-repair pass | 4 |
| Endpoints left unconstrained | 5 |
| Average size of a mapped cell | 9.43 µm² |
| Number of synthesized register bits | 32 |
| Pwr per Cell Area | 506 mW/mm² |
| Routed wire length | ~3900 µm |
| Crit path max fanout | 6 |
| Layout cell share with drive strength beyond 1 | 0.217 |
| Final HPWL from detailed placement | between 2000 and 3000 µm |
| Global-route usage over all layers | 0.127 |
| Number of warnings printed during yosys synthesis | 8 |
| Iteration-0 DRC Markers | 83 |
| CP Data Arrival Time | between 3 and 4 ns |
| Register pins left without a clock | 5 |
| CP Launch Type | register |
| CORE AREA | between 0.005 and 0.006 mm² |
| Min Tclk post-route | between 2 and 3 ns |
| Post-route core utilization | 0.387 |
| Data required time of the critical path | 3.27 ns |
| Number of antenna diodes | 0 |
| Number of buffers on the longest clock path | 2 |
| Top_reg_cell synth | sky130_fd_sc_hd__dfrtp_1 |
| Max-cap violations | 0 |
| Pin count of the biggest net entering global routing | 31 |
| I/O pin cnt | 10 |
| Final Slew Violations | 0 |
| Final count of negative-setup-slack endpoints | 0 |
| Port bufs | 9 |
| Share of async-settable or async-resettable flops after synthesis | 0.844 |
| Synth-to-layout area growth | 23.2% |
| Width of the chip | between 80 and 90 µm |
| Class of the tightest hold or removal check | input port to asynchronous set/reset pin |
| Max reg flops | 7 |
| Global-route wire length before repair | 6440 µm |
| Kind of capture point of the worst setup path | register |
| Crit path to | led_reg[4] |
| Type of the setup path with the least slack | register to register |
| Gate power share | 0.298 |
| Launch instance of the worst register-to-register path | current_state[2] |
| Leakage power | between 1 and 1.5 nW |
| Maximum ir drop on the vdd rail | between 0.0003 and 0.0004 V |
| Switching power | between 0.4 and 0.5 mW |
| Clock root buffer | sky130_fd_sc_hd__clkbuf_8 |
| Cell-internal power | approximately 0.74 mW |
| Starting density of the core | 0.314 |
| Area enclosed by the die boundary | 0.00655 mm² |
| Number of placement rows | 28 |
| Most area-hungry cell type in the Yosys netlist | sky130_fd_sc_hd__dfrtp_1 |
| Number of buffers inserted by hold repair at cts | 0 |
| Remaining antenna violation count after routing | 0 |
-- worst min-delay path by stage --
stage	startpoint	end	slack [ns]	cells after the start
5_1_grt	sys_rst_n	led_reg[0]	0.41	2
4_1_cts	Y_time_cnt[2]	Y_time_cnt[2]	0.51	2
6_report	sys_rst_n	led_reg[0]	0.40	2
-- kinds of logic after synthesis --
logic type / count (synthesis) / synth area share
and+or+nand+nor: 76 / 0.235
AOI/OAI and AO/OA: 50 / 0.195
DFF: 27 / 0.366
buffers and inverters: 21 / 0.0482
adders and majority gates: 7 / 0.0469
muxes: 7 / 0.0482
latches: 5 / 0.0402
xor gates and xnor gates: 4 / 0.0188
other: 1 / 0.00201
-- power by group through the flow --
stage | combinational [mW] | clock, mW | sequential, mW
after CTS | 0.342 | 0.221 | 0.606
after global routing | 0.393 | 0.233 | 0.628
final | 0.347 | 0.210 | 0.608
-- routing by layer --
metal | up-vias | track usage | share of wire
met5 | - | 0 | 0
met4 | 0 | 0.0250 | 0.020
met3 | 8 | 0.0205 | 0.022
met2 | 20 | 0.198 | 0.45
met1 | 730 | 0.190 | 0.51
li1 | 784 | - | -
-- worst max-delay path: stages, from the launching register on --
cell and delay, ns:
sky130_fd_sc_hd__dfrtp_1 0.41, sky130_fd_sc_hd__or4b_1 0.60, sky130_fd_sc_hd__a21boi_2 0.21, sky130_fd_sc_hd__and3b_1 0.16, sky130_fd_sc_hd__dlxtn_1 0.36, sky130_fd_sc_hd__or4b_4 0.48
sky130_fd_sc_hd__nand2_4 0.10, sky130_fd_sc_hd__o211ai_4 0.15, sky130_fd_sc_hd__mux2_4 0.32
-- stage by stage --
step	area (µm²)	std cells	total power [mW]	setup slack, ns	hold WS [ns]
after floorplan	1880	201	0.832	0.214	0.324
after global placement	2190	299	0.941	-0.420	0.487
after detailed placement	2190	299	0.949	-0.432	0.489
after CTS	2260	303	1.17	0.0344	0.505
after global routing	2300	305	1.25	0.0804	0.414
final	2300	305	1.17	0.194	0.397
-- synth_stat cells (all sizes together), types with 3 or more instances --
master and instances:
a21o 3, a21oi 8, a31oi 3, and3 3, and3b 3, buf 6
dfrtp 21, dfstp 6, dlxtn 5, ha 7, inv 13, mux2 4
mux2i 3, nand2 18, nand2b 6, nand3 3, nand4 3, nor2 16
nor2b 3, nor3 7, nor3b 3, o211ai 4, o21ai 10, o22ai 3
or4b 5, xor2 3
-- layout make-up --
type	count	area, µm²
fillers	589	3650
clock inverters	1	7.51
repair buffers	33	303
well taps	75	93.8
clock buffers	3	41.3
flip-flops and latches	32	759
multi-input cells	148	1050
inverters	13	48.8
-- timing repair --
action,in CTS,in global routing
pin swaps,1,1
setup buffers,0,1
gates cloned,0,1
gates resized,5,5
endpoints found under the setup margin,4,5
-- cell usage in the layout (no fill, tap or decap), types with 3 or more instances in the layout --
master | Yosys | routed
sky130_fd_sc_hd__a21oi_1 | 8 | 8
sky130_fd_sc_hd__a31oi_1 | 3 | 3
sky130_fd_sc_hd__and3_1 | 3 | 3
sky130_fd_sc_hd__and3b_1 | 3 | 3
sky130_fd_sc_hd__buf_4 | 0 | 22
sky130_fd_sc_hd__clkbuf_8 | 0 | 3
sky130_fd_sc_hd__clkdlybuf4s50_1 | 0 | 8
sky130_fd_sc_hd__conb_1 | 1 | 4
sky130_fd_sc_hd__dfrtp_1 | 21 | 21
sky130_fd_sc_hd__dfstp_2 | 6 | 6
sky130_fd_sc_hd__dlxtn_1 | 5 | 4
sky130_fd_sc_hd__ha_1 | 7 | 7
sky130_fd_sc_hd__inv_1 | 13 | 13
sky130_fd_sc_hd__mux2_4 | 4 | 4
sky130_fd_sc_hd__mux2i_1 | 3 | 3
sky130_fd_sc_hd__nand2_1 | 16 | 16
sky130_fd_sc_hd__nand2b_1 | 6 | 6
sky130_fd_sc_hd__nand3_1 | 3 | 3
sky130_fd_sc_hd__nand4_1 | 3 | 3
sky130_fd_sc_hd__nor2_1 | 16 | 16
sky130_fd_sc_hd__nor2b_1 | 3 | 3
sky130_fd_sc_hd__nor3_1 | 7 | 7
sky130_fd_sc_hd__nor3b_1 | 3 | 3
sky130_fd_sc_hd__o211ai_1 | 3 | 3
sky130_fd_sc_hd__o21ai_0 | 7 | 7
sky130_fd_sc_hd__o21ai_1 | 3 | 3
sky130_fd_sc_hd__o22ai_1 | 3 | 3
sky130_fd_sc_hd__or4b_1 | 3 | 3
sky130_fd_sc_hd__xor2_1 | 3 | 3
Power and IR drop assume default switching activity.
